File: run.sh
#!/bin/bash
# OpenROAD 26Q1-2900-gdf79404cd8, Yosys 0.63+post, stock flow scripts
make -C /OpenROAD-flow-scripts/flow DESIGN_CONFIG=/design/flow/config.mk WORK_HOME=/design/flow/orfs finish
File: config.mk
export PLATFORM = sky130hd
export DESIGN_NAME = sobel_core
export DESIGN_NICKNAME = sobel_core
export VERILOG_FILES = /design/flow/design.v
export SDC_FILE = /design/flow/constraint.sdc
export NUM_CORES = 4
export LEC_CHECK = 1
export CORE_UTILIZATION = 30
export SYNTH_MEMORY_MAX_BITS = 65536
File: design.v
`timescale 1ns / 1ps
module sobel_core (
    input clk,
    input [7:0] pixel_in,
    input valid_in,
    output reg [7:0] pixel_out,
    output reg valid_out
);
    parameter WIDTH = 512;
    reg [7:0] r1 [0:WIDTH-1];
    reg [7:0] r2 [0:WIDTH-1];
    reg [7:0] r3 [0:WIDTH-1];
    reg [31:0] col = 0;
    reg [31:0] row = 0;
    reg signed [10:0] Gx, Gy;
    reg [10:0] G;
    always @(posedge clk) begin
        if(valid_in) begin
            r3[col] <= r2[col];
            r2[col] <= r1[col];
            r1[col] <= pixel_in;
            if(row > 1 && col > 1) begin
                Gx =  r3[col] - r3[col-2]
                    + (r2[col] <<< 1) - (r2[col-2] <<< 1)
                    +  r1[col] - r1[col-2];
                Gy =  r3[col] + (r3[col-1] <<< 1) + r3[col-2]
                    -  r1[col] - (r1[col-1] <<< 1) - r1[col-2];
                if(Gx < 0) Gx = -Gx;
                if(Gy < 0) Gy = -Gy;
                G = Gx + Gy;
                if(G > 255)
                    pixel_out <= 8'd255;
                else
                    pixel_out <= G[7:0];
                valid_out <= 1;
            end
            else begin
                valid_out <= 0;
            end
            col <= col + 1;
            if(col == WIDTH-1) begin
                col <= 0;
                row <= row + 1;
            end
        end
    end
endmodule
File: constraint.sdc
current_design sobel_core

set clk_period 3087.6
set clk_io_pct 0.2

create_clock -name clk0 -period $clk_period [get_ports {clk}]

set non_clock_inputs [all_inputs -no_clocks]
set_input_delay [expr $clk_period * $clk_io_pct] -clock clk0 $non_clock_inputs
set_output_delay [expr $clk_period * $clk_io_pct] -clock clk0 [all_outputs]
==> impl_metrics.prom <==
# HELP chip_impl_metric Synthesis and place-and-route metrics
# TYPE chip_impl_metric gauge
chip_impl_info{name="result_of_the_run",value="complete, but fails checks"} 1
chip_impl_info{name="failed_checks",value="max-capacitance violations, max-slew violations"} 1
chip_impl_metric{name="multi_input_comb_area",unit="sq um"} 259000
chip_impl_metric{name="pre_place_util",unit=""} 0.301
chip_impl_metric{name="finalWorstPathRequiredPeriod",unit="ns"} 620.33
chip_impl_metric{name="syn2layout_area_growth",unit="%"} 14.9
chip_impl_metric{name="fin_setup_tns",unit="ns"} 0
chip_impl_metric{name="met2_length",unit="microns"} 1230000
chip_impl_metric{name="fin_skew",unit="ns"} 0.222
chip_impl_metric{name="max_clock_freq",unit="MHz"} 1.61
chip_impl_metric{name="placement_rows",unit=""} 536
chip_impl_metric{name="worst_slack",unit="ns"} 2467.27
chip_impl_metric{name="routed_wirelength",unit="microns"} 2990000
chip_impl_metric{name="warning_count",unit=""} 54
chip_impl_metric{name="synth_flops",unit=""} 12400
chip_impl_info{name="crit_path_top_delay_cell",value="sky130_fd_sc_hd__nand3_4"} 1
chip_impl_metric{name="yosysTopAreaCellShare",unit=""} 0.580
chip_impl_metric{name="clk_latency",unit="ns"} 1.67
chip_impl_metric{name="worstPathRequired",unit="ns"} 3088.79
chip_impl_info{name="grt_setup_unrepaired",value="false"} 1
chip_impl_metric{name="synth.cell_area",unit="sq um"} 640000
chip_impl_metric{name="core-area",unit="sq um"} 2130000
chip_impl_metric{name="cts.clk_slew.worst_paths",unit="ns"} 0.06
chip_impl_metric{name="yosys.cell_types.count",unit=""} 90
chip_impl_metric{name="worst_vdd_rail_ir_drop",unit="mV"} 0.0180
chip_impl_info{name="routed.top_layer",value="met5"} 1
chip_impl_metric{name="dp_hpwl",unit="microns"} 2160000
chip_impl_metric{name="count_of_library_flops_with_an_enable_pin",unit=""} 12400
chip_impl_metric{name="wl_met1",unit="microns"} 773000
chip_impl_metric{name="postSynthCellCount",unit=""} 33000
chip_impl_metric{name="maxSlewHeadroom",unit=""} -0.0718
chip_impl_metric{name="post_route_clock_period_utilization",unit=""} 0.201
chip_impl_metric{name="io_pins",unit=""} 19
chip_impl_metric{name="vias",unit=""} 395000
chip_impl_metric{name="fin_util",unit=""} 0.346
chip_impl_metric{name="global_route.usage.total",unit=""} 0.297
chip_impl_info{name="critical-path-top-delay-family",value="buffers and inverters"} 1
chip_impl_metric{name="slew_violations",unit=""} 7
chip_impl_info{name="min_path_type",value="reg2reg"} 1
chip_impl_metric{name="synth-async-reset-ratio",unit=""} 0
chip_impl_info{name="endpoint_kind",value="flip-flop"} 1
chip_impl_metric{name="ys.warnings.count",unit=""} 1
chip_impl_metric{name="global_route.overflow_total",unit=""} 0
chip_impl_metric{name="timing_worst_slew_pin_value",unit="ns"} 1.60
chip_impl_metric{name="grt_first_pass_wirelength",unit="microns"} 3910000
chip_impl_metric{name="max_cap_viol_count",unit=""} 1
chip_impl_metric{name="viasPerCell",unit=""} 6.12
chip_impl_metric{name="grt_pass1_vias",unit=""} 421000
chip_impl_metric{name="routedWlPerCell",unit="microns"} 46.3
chip_impl_info{name="cell_chain_critical_path",value="buf_4, buf_4, nand3_4, buf_4, buf_4, buf_4, nor2_4, buf_4"} 1
chip_impl_metric{name="postRouteAntennaNets",unit=""} 0
chip_impl_metric{name="postCtsResizedCells",unit=""} 0
chip_impl_info{name="cp_common_cell",value="sky130_fd_sc_hd__buf_4"} 1
chip_impl_metric{name="report.power.total",unit="uW"} 582
chip_impl_info{name="criticalPathCategory",value="in2reg"} 1
chip_impl_metric{name="final.fill_count",unit=""} 195000
chip_impl_info{name="largest_area_cell",value="sky130_fd_sc_hd__edfxtp_1"} 1
chip_impl_metric{name="holdBufCountCts",unit=""} 0
chip_impl_metric{name="power-per-cell-area",unit="nW/um^2"} 0.791
chip_impl_metric{name="setup_violations",unit=""} 0
chip_impl_metric{name="critPathMaxFanout",unit=""} 20
chip_impl_metric{name="timing.critical_path.arrival",unit="ns"} 621.53
chip_impl_metric{name="cp.buffers_inverters",unit=""} 6
chip_impl_metric{name="globalplace.congestion",unit=""} 1.08
chip_impl_metric{name="timing_hold_violations_final",unit=""} 0
chip_impl_metric{name="cpPeakStageDelay",unit="ns"} 0.83
chip_impl_metric{name="dieArea",unit="sq um"} 2140000
chip_impl_metric{name="die-height",unit="microns"} 1460
chip_impl_info{name="yosys_most_used_dff",value="sky130_fd_sc_hd__edfxtp_1"} 1
chip_impl_metric{name="cts_max_level",unit=""} 7
chip_impl_metric{name="numClockSinks",unit=""} 12400
chip_impl_metric{name="largest_net_degree_at_the_start_of_global_routing",unit=""} 110
chip_impl_metric{name="first_pass_iters",unit=""} 9
chip_impl_metric{name="clock_path_buffers",unit=""} 6
chip_impl_metric{name="dr.first_iter.drc_count",unit=""} 34500
chip_impl_info{name="most_frequent_logic_cell_in_the_layout",value="sky130_fd_sc_hd__edfxtp_1"} 1
chip_impl_metric{name="cellLeakagePower",unit="nW"} 225
chip_impl_metric{name="port_bufs",unit=""} 18
chip_impl_metric{name="number_of_antenna_violations_at_the_first_check_in_global_routing",unit=""} 494
chip_impl_info{name="cts_tree",value="done"} 1
chip_impl_metric{name="post-route-drc-count",unit=""} 0
chip_impl_metric{name="die_w",unit="microns"} 1460
chip_impl_metric{name="yosys.stat.seqShare",unit=""} 0.580
chip_impl_metric{name="flop_area",unit="sq um"} 371000
chip_impl_info{name="cts_root_buffer",value="sky130_fd_sc_hd__clkbuf_16"} 1
chip_impl_info{name="mostFrequentLayoutCells",value="sky130_fd_sc_hd__edfxtp_1, sky130_fd_sc_hd__mux4_2, sky130_fd_sc_hd__nand2_1"} 1
chip_impl_metric{name="cts-buffers-inserted",unit=""} 1392
chip_impl_info{name="synth.top_cells.by_area",value="sky130_fd_sc_hd__edfxtp_1, sky130_fd_sc_hd__mux4_2, sky130_fd_sc_hd__nand2_1"} 1
chip_impl_info{name="cp_startpoint_kind",value="primary input"} 1
chip_impl_metric{name="met3_length",unit="microns"} 684000
chip_impl_metric{name="synth.avg_cell_area",unit="sq um"} 19.4
chip_impl_metric{name="cell_total_in_the_yosys_stat_output",unit=""} 33000
chip_impl_metric{name="cts_setup_buffers",unit=""} 0
chip_impl_metric{name="post_route_cells_drive_above_1_share",unit=""} 0.414
chip_impl_metric{name="yosys-stat-area",unit="sq um"} 640000
chip_impl_metric{name="detailedPlace.worstSlack",unit="ns"} 2466.00
## kinds of logic after synthesis
family	count (synthesis)	share of synthesized area
AND-OR/OR-AND	2045	0.0221
XOR/XNOR	113	0.00158
adder cells (fa/ha/maj)	114	0.00288
buffers and inverters	3058	0.0252
flip-flops	12400	0.580
multiplexers	9917	0.332
AND/OR/NAND/NOR	5427	0.0364
## path summary, 6_finish.rpt
path	slack [ns]	endpoint	from	cells past startpoint
worst max-delay path	2467.27	r2[237][0]	valid_in	8
worst min-delay path	0.59	row[31]	row[31]	1
worst max register to register	3068.87	pixel_out[7]	col[0]	43
worst min register to register	0.59	row[31]	row[31]	1
## metrics by stage
stage | cell area, sq um | hold slack [ns] | std cells
after floorplan | 640000 | 0.551 | 33000
after global placement | 687000 | 0.570 | 61000
after detailed placement | 687000 | 0.581 | 61000
after CTS | 733000 | 0.596 | 63600
after global routing | 735000 | 0.600 | 64300
final | 736000 | 0.588 | 64600
## sequential cells by signal, indices dropped and copies added (netlist names)
signal	flops
pixel_out	8
r2	4096
row	32
r3	4096
r1	4096
col	32
valid_out	1
## report_power, final
group,switching [mW],internal (mW),total (mW)
clock network,0.0733,0.0969,0.170
logic,0.159,0.0565,0.216
registers,0.000170,0.195,0.196
total,0.233,0.349,0.582
## cell type report
class,count,area share
multi-input combinational,17600,0.352
antenna,1087,0.00370
tap,28200,0.0480
clock buffer,1619,0.0488
sequential,12400,0.504
inverter,112,0.000660
clock inverter,911,0.0140
timing repair buffer,2693,0.0289
## per-layer routing
| layer | global-route usage | vias to the layer above |
|---|---|---|
| met5 | 0.124 | - |
| met4 | 0.206 | 488 |
| met3 | 0.300 | 6462 |
| met2 | 0.384 | 35600 |
| met1 | 0.262 | 205000 |
| li1 | - | 148000 |
## synth_stat cells (56+ instances only)
cell	n
sky130_fd_sc_hd__mux4_2	9062
sky130_fd_sc_hd__a21oi_1	371
sky130_fd_sc_hd__a22o_1	76
sky130_fd_sc_hd__a22oi_1	341
sky130_fd_sc_hd__edfxtp_1	12400
sky130_fd_sc_hd__a32oi_1	57
sky130_fd_sc_hd__a31oi_1	259
sky130_fd_sc_hd__and3_1	60
sky130_fd_sc_hd__buf_4	612
sky130_fd_sc_hd__buf_6	164
sky130_fd_sc_hd__nand2_1	2951
sky130_fd_sc_hd__nor3_1	78
sky130_fd_sc_hd__fa_1	56
sky130_fd_sc_hd__inv_1	107
sky130_fd_sc_hd__nor4_1	68
sky130_fd_sc_hd__nor2_1	779
sky130_fd_sc_hd__clkbuf_1	1026
sky130_fd_sc_hd__o21ai_0	195
sky130_fd_sc_hd__mux2i_1	845
sky130_fd_sc_hd__xnor2_1	83
sky130_fd_sc_hd__nand4_1	309
sky130_fd_sc_hd__buf_1	231
sky130_fd_sc_hd__nand3_1	1047
sky130_fd_sc_hd__a221oi_1	237
sky130_fd_sc_hd__buf_2	911
sky130_fd_sc_hd__ha_1	58
sky130_fd_sc_hd__o22ai_1	189
Power is estimated from default activity; no workload was simulated.
